==> run.sh <==
#!/bin/bash
# OpenROAD 26Q1-2900-gdf79404cd8, Yosys 0.63+post, stock flow scripts
make -C /OpenROAD-flow-scripts/flow DESIGN_CONFIG=/design/flow/config.mk WORK_HOME=/design/flow/orfs finish
==> config.mk <==
export PLATFORM = sky130hd
export DESIGN_NAME = regfile
export DESIGN_NICKNAME = regfile
export VERILOG_FILES = /design/flow/design.v
export SDC_FILE = /design/flow/constraint.sdc
export NUM_CORES = 4
export LEC_CHECK = 1
export CORE_AREA = 10 10 600 600
export DIE_AREA = 0 0 610 610
==> constraint.sdc <==
current_design regfile

set clk_period 6.0
set clk_io_pct 0.2

create_clock -name clk0 -period $clk_period [get_ports {clk}]

set non_clock_inputs [all_inputs -no_clocks]
set_input_delay [expr $clk_period * $clk_io_pct] -clock clk0 $non_clock_inputs
set_output_delay [expr $clk_period * $clk_io_pct] -clock clk0 [all_outputs]
==> design.v <==
module regfile(
    input clk,
    input [4:0] ra,
    input [4:0] rb,
    input [4:0] rw,
    input [31:0] busw,
    input we,
    output reg [31:0] busa,
    output reg [31:0] busb,
    output [31:0] x0, x1, x2, x3, x4, x5, x6, x7,
    output [31:0] x8, x9, x10, x11, x12, x13, x14, x15,
    output [31:0] x16, x17, x18, x19, x20, x21, x22, x23,
    output [31:0] x24, x25, x26, x27, x28, x29, x30, x31
);
    reg [31:0] registers[31:0]; integer i;
    initial begin
        for (i = 0; i <= 31; i = i + 1) registers[i] = 0;
    end
    always @(*) begin
        busa = registers[ra];
        busb = registers[rb];
    end
    always @(posedge clk) begin
        if (we == 1'b1 && rw != 5'b00000) registers[rw] <= busw;
    end
    assign x0 = registers[0]; assign x1 = registers[1]; assign x2 = registers[2]; assign x3 = registers[3];
    assign x4 = registers[4]; assign x5 = registers[5]; assign x6 = registers[6]; assign x7 = registers[7];
    assign x8 = registers[8]; assign x9 = registers[9]; assign x10 = registers[10]; assign x11 = registers[11];
    assign x12 = registers[12]; assign x13 = registers[13]; assign x14 = registers[14]; assign x15 = registers[15];
    assign x16 = registers[16]; assign x17 = registers[17]; assign x18 = registers[18]; assign x19 = registers[19];
    assign x20 = registers[20]; assign x21 = registers[21]; assign x22 = registers[22]; assign x23 = registers[23];
    assign x24 = registers[24]; assign x25 = registers[25]; assign x26 = registers[26]; assign x27 = registers[27];
    assign x28 = registers[28]; assign x29 = registers[29]; assign x30 = registers[30]; assign x31 = registers[31];
endmodule
==> notes.md <==
Purpose: to document the outcome of synthesis and place and route.

Global routing
The number of global-route vias before repair is 40,300. Total global-route track usage over all layers is 0.188. Global routing put the most usage on met2.

The initial antenna violation count is 38. The met2 global-route usage is 0.288. For this run, global-route usage on met1 was measured as 0.211. In the global route stage, met3 resource usage came out at 0.110.

Global routing finished with a remaining overflow of 0. Entering global routing, the biggest net connects 72 pins. The wire length of the first global-routing pass is approximately 450,000 microns.

Synthesis
The share of the Yosys chip area taken by registers is 0.630. Yosys mapped the design onto 24 distinct sky130hd cell types. The number of warnings issued by yosys is 1. Averaged over all synthesized cells, the footprint is ~14 sq um. The chip area line in the Yosys stat output reads 48,800 sq um. After synthesis, the design contains 3,386 cells according to Yosys. The register bit total from synthesis is 1,024. The synthesized instance count is around 3,400. The netlist area before placement is 48,800 sq um.

Worst hold path
The startpoint identified for the worst hold timing path is busw[26]. The hold-critical path endpoint is registers[2][26]$_DFFE_PP_. The class of the tightest hold or removal check is input pin to register. The number of instances on the worst hold path is 2.

Place
The number of port buffers is 1,136. The count of placed standard cells including taps is approximately 9,100. Timing analysis after detailed placement gives a worst setup slack of -0.113 ns. At the end of routability-driven placement, the weighted congestion stood at between 0.9 and 1. Detailed placement ended at an HPWL of 281,000 microns.

The area after detailed placement is 67,100 sq um.

Die
The total die size is 372,000 sq um. The region available for standard cell placement spans 346,000 sq um. The floorplan step records an initial core utilization of 0.141.

The floorplan has about 220 rows. The horizontal die dimension is 610 microns. Per the OpenROAD floorplan log, the height of the die is slightly above 600 microns. Pin placement for this block handled ~1,100 I/O pins.

Power and ir drop
The maximum VDD drop is 0.198 mV. The power density over the cells is approximately 260 nW/um^2. Summed over all cells, the static leakage comes to 25.5 nW.

Final timing
The final timing summary puts the cycle share of the worst path at 0.999. Based on the critical path, the design can be clocked at up to 0.167 GHz. The transition time recorded at the tightest slew-check pin is 1.21 ns. The clock period minus final worst setup slack is 6.00 ns. Per the finish-stage timing summary, setup violations number 0. The count of pins over their slew limit is 0. Per the final timing report, the hold violations number 0. Once routing completed, OpenROAD measured the worst setup slack at 0.00397 ns. Setup repair after global routing left no endpoint under its margin. The headroom to the max-slew limit is 0.186.

Clock tree
Counting the buffers created by CTS gives 139. Looking at the clock tree report, the root buffer type is sky130_fd_sc_hd__clkbuf_16. The total of hold buffers inserted after clock tree synthesis is 0.

Per the CTS log, the buffer count on the longest clock path is 4. TritonCTS built the clock tree. The number of sinks handled by clock tree synthesis is around 1,000. The clock-pin slew reported for the worst setup and hold paths after clock tree synthesis is 0.06 ns. The number of levels in the clock H-tree is 4. In this run the post-CTS setup repair buffer count came out at 0.

Finish
For this run, the share of the core covered by cells in the final layout is 0.207. The registers reported with the highest flop counts are registers: 1024 flops. The register with the most flip-flops in the layout has between 1,000 and 1,500 of them. After the flow finishes, the layout carries non-filler instances totaling around 9,400.

The synthesis-to-finish area growth is 47.0%. More flip-flops sit in one register than any other, and that register is registers. The cell area after layout is 71,700 sq um. The layout summary lists the proportion of cells stronger than drive strength 1 as 0.109.

Detailed routing
TritonRoute output was used to compute an average wire per cell of 37.9 microns. The count of nets left with antenna violations once routing finished came out at 0. The first detailed-routing pass took 5 iterations.

Detailed routing inserted a total of between 30,000 and 40,000 vias. The per-cell via count in the routed design is ~4.2. Per the log, the first TritonRoute iteration ended with a DRC count of 3,423. For this run, design rule violations remaining after detail routing come to 0. The final routed wirelength across all metal layers is 355,000 microns.

Setup path
The endpoint kind of the worst setup timing path is an output port. Along the worst path, the maximum fanout reaches 14. The critical path data required time is 4.80 ns. STA classifies the critical path startpoint as an input pin.

The signal on the critical path passes through clkdlybuf4s50_1 > nor2b_4 > buf_4 > a22oi_1 > a31oi_1 > buf_4 > nand3_1 > clkdlybuf4s50_1. The cell with the largest stage delay on the worst path is sky130_fd_sc_hd__a22oi_1. In the setup report, the worst path falls into the class input pin to output port. The worst stage delay on the critical path is 0.88 ns. On the critical path the data arrives at 4.80 ns.

Flow run
OpenROAD emitted warnings numbering 26. The number of max-capacitance violations reported is 0.

Run status
The flow ran to the end, and the final reports show no timing, DRC or antenna violations.
==> synth_stat cells (all sizes together) <==
cell type  count  share of area
nand3b         5        0.00077
mux2i       1024           0.21
or3b           3        0.00054
conb           1       0.000077
buf          170          0.025
nand2        195          0.015
nor3          64         0.0066
or2            2        0.00026
a31oi         64         0.0082
a22oi        192          0.030
nand2b         4        0.00051
nor2          34         0.0026
nor2b          4        0.00051
and2           2        0.00026
clkbuf        83         0.0067
a22o         128          0.023
nand3        194          0.020
a21oi        192          0.020
edfxtp      1024           0.63
or3            1        0.00013
==> metrics by stage <==
stage                     setup TNS [ns]  power, mW  hold slack [ns]
after floorplan                        0       9.00             1.30
after detailed placement          -0.362       10.3             1.81
after global placement            -0.321       10.3             1.80
after global routing                   0       19.2            0.952
final                                  0       18.7            0.996
after CTS                              0       18.8            0.913
==> per-layer routing <==
layer	wire length, microns	part of all wire
met3	48800	0.14
met1	125000	0.35
met5	52	0.00015
met4	21400	0.060
met2	160000	0.45
==> report_power, final <==
group | internal [mW] | total [mW] | switching (mW)
logic | 0.778 | 2.09 | 1.32
clock network | 4.96 | 8.49 | 3.53
registers | 7.99 | 8.11 | 0.121
total | 13.7 | 18.7 | 4.97
==> placed cells by master (no fill, tap or decap), types with 32 or more instances in the layout <==
master,n
sky130_fd_sc_hd__nor2_4,33
sky130_fd_sc_hd__conb_1,32
sky130_fd_sc_hd__a22o_1,128
sky130_fd_sc_hd__nor3_1,63
sky130_fd_sc_hd__clkdlybuf4s50_1,1122
sky130_fd_sc_hd__clkbuf_16,141
sky130_fd_sc_hd__buf_12,41
sky130_fd_sc_hd__edfxtp_1,1024
sky130_fd_sc_hd__a21oi_1,191
sky130_fd_sc_hd__nand3_1,194
sky130_fd_sc_hd__mux2i_1,1024
sky130_fd_sc_hd__a31oi_1,59
sky130_fd_sc_hd__nand2_1,193
sky130_fd_sc_hd__a22oi_1,192
sky130_fd_sc_hd__buf_4,209
==> critical path: cells and delay by family <==
kind / cells / cell delay [ns]
buffers and inverters: 4 / 1.77
AOI/OAI and AO/OA: 2 / 1.35
and+or+nand+nor: 2 / 0.45
==> worst max-delay path by stage <==
| stage | endpoint | slack [ns] | cells after the start | start |
|---|---|---|---|---|
| after CTS | busa[30] | 0.03 | 9 | ra[0] |
| after global routing | busb[23] | 0.04 | 9 | rb[2] |
| final | busb[14] | 0.004 | 8 | rb[2] |
==> cell type report <==
type / count / area (sq um)
Antenna cell: 15 / 37.5
Tap cell: 4578 / 5730
Sequential cell: 1024 / 30700
Timing Repair Buffer: 1382 / 13700
Fill cell: 36700 / 275000
Multi-Input combinational cell: 2141 / 17000
Clock inverter: 88 / 970
Clock buffer: 159 / 3600
==> cells by family (layout without fill, tap and decap cells) <==
group                  Yosys count  in the layout  share of synthesized area
AOI/OAI and AO/OA              576            576                     0.0804
other                            1             47                  0.0000769
and+or+nand+nor                508            509                     0.0471
DFF                           1024           1024                      0.630
buffers and inverters          253           1629                     0.0321
muxes                         1024           1024                      0.210
==> repair_timing <==
action	in CTS	in global routing
cloned	0	1
gates resized	5	2
setup endpoints to repair	5	2
Power and IR drop assume default switching activity.
